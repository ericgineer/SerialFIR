==> ./design.v <==
`timescale 1ns/1ns
module ParallelFIR(input wire       		clk,
				   input wire signed [7:0]  x,
				   output reg signed [17:0] y);
	reg signed [7:0] x1, x2, x3, x4, x5, x6, x7, x8, x9, x10,
					x11, x12, x13, x14, x15, x16, x17, x18, x19, x20, x21;
	`timescale 1ns/1ns
wire signed [7:0] mem[0:20];
assign mem[0] = -2;
assign mem[1] = 2;
assign mem[2] = 1;
assign mem[3] = -10;
assign mem[4] = -8;
assign mem[5] = 22;
assign mem[6] = 20;
assign mem[7] = -43;
assign mem[8] = -56;
assign mem[9] = 50;
assign mem[10] = 127;
assign mem[11] = 50;
assign mem[12] = -56;
assign mem[13] = -43;
assign mem[14] = 20;
assign mem[15] = 22;
assign mem[16] = -8;
assign mem[17] = -10;
assign mem[18] = 1;
assign mem[19] = 2;
assign mem[20] = -2;
	always @(posedge clk)
	begin
		x1 <= x;
		x2 <= x1;
		x3 <= x2;
		x4 <= x3;
		x5 <= x4;
		x6 <= x5;
		x7 <= x6;
		x8 <= x7;
		x9 <= x8;
		x10 <= x9;
		x11 <= x10;
		x12 <= x11;
		x13 <= x12;
		x14 <= x13;
		x15 <= x14;
		x16 <= x15;
		x17 <= x16;
		x18 <= x17;
		x19 <= x18;
		x20 <= x19;
		x21 <= x20;
		y <= x1 * mem[0] + x2 * mem[1] + x3 * mem[2] + x4 * mem[3] + x5 * mem[4] +
			 x6 * mem[5] + x7 * mem[6] + x8 * mem[7] + x9 * mem[8] + x10 * mem[9] +
			 x11 * mem[10] + x12 * mem[11] + x13 * mem[12] + x14 * mem[13] + x15 * mem[14] +
			 x16 * mem[15] + x17 * mem[16] + x18 * mem[17] + x19 * mem[18] + x20 * mem[19] +
			 x21 * mem[20];
	end
endmodule
==> ./run.sh <==
#!/bin/bash
# OpenROAD 26Q1-2900-gdf79404cd8, Yosys 0.63+post, stock flow scripts
make -C /OpenROAD-flow-scripts/flow DESIGN_CONFIG=/design/flow/config.mk WORK_HOME=/design/flow/orfs finish
==> ./config.mk <==
export PLATFORM = sky130hd
export DESIGN_NAME = ParallelFIR
export DESIGN_NICKNAME = ParallelFIR
export VERILOG_FILES = /design/flow/design.v
export SDC_FILE = /design/flow/constraint.sdc
export NUM_CORES = 4
export LEC_CHECK = 1
export CORE_UTILIZATION = 50
==> ./constraint.sdc <==
current_design ParallelFIR

set clk_period 9.9
set clk_io_pct 0.2

create_clock -name clk0 -period $clk_period [get_ports {clk}]

set non_clock_inputs [all_inputs -no_clocks]
set_input_delay [expr $clk_period * $clk_io_pct] -clock clk0 $non_clock_inputs
set_output_delay [expr $clk_period * $clk_io_pct] -clock clk0 [all_outputs]
==> out/results.txt <==
clk slew on worst S/H paths: 0.07 ns
Tightest Pin Transition: 0.718 ns
share of cells above drive strength 1: 3.55%
FP Rows: 75
worst-skew pair later-pin latency: 0.45 ns
first-pass GRT wire length: 74800 microns
Via density: 4.70
H-tree depth: 4
Setup crit end kind: flip-flop
Relative slew margins: 52.0%
Setup CP Type: reg -> reg
Pins Over Slew Limit: 0
Biggest register: y
Clock Skews: 0.0100 ns
die height: 208 microns
setup-violating endpoint count in the final report: 0
Worst Path Arrival: 9.73 ns
grt ovf: 0
Top cells excl fill/tap: inv_1, fa_1, ha_1, dfxtp_1, xnor2_1
Via Count: 11900
status: completed
DRT antenna net count: 0
cell mode on critical path: fa_1
Slowest-stage cell, CP: fa_1
ys async rst share: 0%
Final period util: 94.9%
drt total wl: 46200 microns
sum of negative setup slack: 0 ns
Place WS: 0.377 ns
initial DRC count: 367
yosys cell count: 1934
Synthesis Warnings: 1
die width: 208 microns
Req. time, crit path: 10.24 ns
TritonCTS clock tree: done
drt drc: 0
EDFF count, synth: 0
crit start category: flip-flop
vias in the first global route: 13200
GRT Total Usage: 25.0%
Syn Area/Cell: 11.0 sq um
unrepaired setup endpoints after global routing: false
CP top delay family: adder cells
CTS Hold Buffers Added: 0
largest net degree at the start of global routing: 18
Post-Syn Area: 21200 sq um
fin crit period: 9.39 ns
ys flop type: dfxtp_1
Clock Tree Buf Depth: 2
total tool warning count: 51
area grow syn2layout: 7.83%
initial antenna violation count: 0
ys flops: 186
Seq/Total Area, Yosys: 17.5%
Max-cap violations: 0
antenna fix cells: 0
synth unique cells: 47
DR WL/cell: 18.2 microns
Buf/Inv on CP: 9
Max stage delay on crit path: 0.55 ns
root buffer cell: clkbuf_16
CORE AREA: 41900 sq um
crit-path max FO: 4
Num CTS Buffers: 17
fp util: 50.6%
fmax: 106 MHz
most numerous logic cell after layout: inv_1
chip area: 43300 sq um
final setup margin: 0.509 ns
clk sinks: 186
HPWL after DPL: 41700 microns
max reg flops: 18
Fin. Hold Viols: 0
First-pass DRT Iterations: 4
Min-Delay Path Class: reg -> reg
Gate Count Post-Synth: 1934
io pins: 27
GP Congestion: 0.950
Chip Area, Yosys: 21200 sq um
Port Buf Inserts: 26
==> cell type report <==
class | instances | area, sq um
Fill cell | 3517 | 19100
Clock buffer | 20 | 457
Inverter | 595 | 2230
Tap cell | 539 | 674
Timing Repair Buffer | 36 | 335
Sequential cell | 186 | 3730
Multi-Input combinational cell | 1153 | 15300
Clock inverter | 12 | 155
==> synth_stat cells (all sizes together), types with 16 or more instances <==
| master | number | share of area (%) |
|---|---|---|
| o21ai | 24 | 0.57 |
| nand2 | 16 | 0.28 |
| nor2 | 31 | 0.55 |
| xnor2 | 125 | 5.4 |
| a21oi | 54 | 1.3 |
| dfxtp | 186 | 18 |
| xor2 | 39 | 1.6 |
| fa | 402 | 38 |
| a21o | 22 | 0.78 |
| o21bai | 21 | 0.74 |
| inv | 594 | 11 |
| ha | 327 | 19 |
==> kinds of logic after synthesis <==
group | Yosys count | share of synthesized area, %
fa+ha+maj | 729 | 57.2
buf+inv | 595 | 10.5
flops | 186 | 17.5
xor+xnor | 166 | 7.23
compound gates | 142 | 4.29
simple gates | 106 | 2.72
mux | 10 | 0.495
==> worst paths after layout <==
path / endpoint / depth (start not counted) / from / slack [ns]
worst max-delay path: y[17] / 35 / x4[1] / 0.51
worst min register to register: x20[5] / 0 / x19[5] / 0.35
worst min-delay path: x20[5] / 0 / x19[5] / 0.35
worst max register to register: y[17] / 35 / x4[1] / 0.51
==> through the flow <==
stage	std cells	hold slack (ns)	utilization, %	cell area (sq um)
final	2541	0.351	54.6	22900
after global routing	2541	0.356	54.6	22900
after CTS	2540	0.353	54.4	22800
after detailed placement	2508	0.339	53.0	22200
after global placement	2508	0.337	53.0	22200
after floorplan	1934	0.331	-	21200
==> repair_timing <==
item                       4_1_cts  5_1_grt
gates resized                    0        8
setup buffers                    0        1
setup endpoints to repair        0        1
==> worst register-to-register path: cells and delay by family (launching register included) <==
kind	cells	cell delay [ns]
AND-OR/OR-AND	6	1.34
AND/OR/NAND/NOR	4	0.59
adder cells (fa/ha/maj)	13	5.89
buffers and inverters	9	0.55
flip-flops	1	0.39
XOR/XNOR	3	0.54
==> routing by layer <==
metal	global-route usage (%)	wire length, microns	up-vias
li1	-	-	5882
met1	39.9	21000	5801
met2	37.3	21100	226
met3	6.73	2800	38
met4	4.78	1330	0
met5	0	0	-
