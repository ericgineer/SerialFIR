## design.v

```verilog
`timescale 1ns/1ns
module SerialFIR(input wire               clk,
                 input wire               clk_25x,
                 input wire 			  rst,
                 input wire signed [7:0]  x,
                 output reg signed [17:0] y,
                 output reg 		      clk_out);
       reg signed [7:0] d1, d2, d3, d4, d5, d6, d7, d8, d9, d10,
						d11, d12, d13, d14, d15, d16, d17, d18, d19, d20, d21;
       reg signed [7:0] d_mux_out;
       reg signed [7:0] h_mux_out;
       reg signed [17:0] mult_out, sum_out;
       reg [15:0] select;
       reg sum_clr;
       reg [15:0] state;
       parameter S0 = 0, S1 = 1, S2 = 2, S3 = 3, S4 = 4;
       `timescale 1ns/1ns
wire signed [7:0] mem[0:20];
assign mem[0] = -2;
assign mem[1] = 2;
assign mem[2] = 1;
assign mem[3] = -10;
assign mem[4] = -8;
assign mem[5] = 22;
assign mem[6] = 20;
assign mem[7] = -43;
assign mem[8] = -56;
assign mem[9] = 50;
assign mem[10] = 127;
assign mem[11] = 50;
assign mem[12] = -56;
assign mem[13] = -43;
assign mem[14] = 20;
assign mem[15] = 22;
assign mem[16] = -8;
assign mem[17] = -10;
assign mem[18] = 1;
assign mem[19] = 2;
assign mem[20] = -2;
       always @(posedge clk)
       begin
			if (rst)
			begin
			    d1 <= 8'b0;
			    d2 <= 8'b0;
			    d3 <= 8'b0;
			    d4 <= 8'b0;
			    d5 <= 8'b0;
			    d6 <= 8'b0;
			    d7 <= 8'b0;
			    d8 <= 8'b0;
			    d9 <= 8'b0;
			    d10 <= 8'b0;
			    d11 <= 8'b0;
			    d12 <= 8'b0;
			    d13 <= 8'b0;
			    d14 <= 8'b0;
			    d15 <= 8'b0;
			    d16 <= 8'b0;
			    d17 <= 8'b0;
			    d18 <= 8'b0;
			    d19 <= 8'b0;
			    d20 <= 8'b0;
			end else
			begin
                d1 <= x;
                d2 <= d1;
                d3 <= d2;
                d4 <= d3;
                d5 <= d4;
                d6 <= d5;
                d7 <= d6;
                d8 <= d7;
                d9 <= d8;
                d10 <= d9;
                d11 <= d10;
                d12 <= d11;
                d13 <= d12;
                d14 <= d13;
                d15 <= d14;
                d16 <= d15;
                d17 <= d16;
                d18 <= d17;
                d19 <= d18;
                d20 <= d19;
                d21 <= d20;
             end
	   end
	   always @(posedge clk_25x)
	   begin
			if (rst)
				state <= S0;
			else
				case (state)
					S0: state <= S1;
					S1: if (select == 16'd20)
							state <= S2;
						else
							state <= S1;
					S2: state <= S3;
					S3: state <= S4;
					S4: state <= S0;
					default: state <= S0;
				endcase
		end
		always @(posedge clk_25x)
		begin
			case (state)
				S0: begin
						select <= 16'd0;
						sum_clr <= 1'd1;
						y <= sum_out;
					end
				S1: begin
						select <= select + 1;
						sum_clr <= 16'd0;
					end
			endcase
		end
	   always @(posedge clk_25x)
	   begin
			clk_out <= ~clk;
			if (rst)
			begin
				mult_out <= 16'b0;
				sum_out <= 16'b0;
			end else
			begin
				case (select)
					16'd0: begin
							  d_mux_out <= d1;
							  h_mux_out <= mem[0];
						   end
					16'd1: begin
							  d_mux_out <= d2;
							  h_mux_out <= mem[1];
						   end
					16'd2: begin
							  d_mux_out <= d3;
							  h_mux_out <= mem[2];
						   end
					16'd3: begin
							  d_mux_out <= d4;
							  h_mux_out <= mem[3];
						   end
					16'd4: begin
							  d_mux_out <= d5;
							  h_mux_out <= mem[4];
						   end
					16'd5: begin
							  d_mux_out <= d6;
							  h_mux_out <= mem[5];
						   end
					16'd6: begin
							  d_mux_out <= d7;
							  h_mux_out <= mem[6];
						   end
					16'd7: begin
							  d_mux_out <= d8;
							  h_mux_out <= mem[7];
						   end
					16'd8: begin
							  d_mux_out <= d9;
							  h_mux_out <= mem[8];
						   end
					16'd9: begin
							  d_mux_out <= d10;
							  h_mux_out <= mem[9];
						   end
				    16'd10: begin
							  d_mux_out <= d11;
							  h_mux_out <= mem[10];
						   end
					16'd11: begin
							  d_mux_out <= d12;
							  h_mux_out <= mem[11];
						   end
					16'd12: begin
							  d_mux_out <= d13;
							  h_mux_out <= mem[12];
						   end
					16'd13: begin
							  d_mux_out <= d14;
							  h_mux_out <= mem[13];
						   end
					16'd14: begin
							  d_mux_out <= d15;
							  h_mux_out <= mem[14];
						   end
					16'd15: begin
							  d_mux_out <= d16;
							  h_mux_out <= mem[15];
						   end
					16'd16: begin
							  d_mux_out <= d17;
							  h_mux_out <= mem[16];
						   end
					16'd17: begin
							  d_mux_out <= d18;
							  h_mux_out <= mem[17];
						   end
					16'd18: begin
							  d_mux_out <= d19;
							  h_mux_out <= mem[18];
						   end
					16'd19: begin
							  d_mux_out <= d20;
							  h_mux_out <= mem[19];
						   end
				    16'd20: begin
							  d_mux_out <= d21;
							  h_mux_out <= mem[20];
						   end
					default: begin
								d_mux_out <= 8'b0;
								h_mux_out <= 8'b0;
							 end
				endcase
				if (sum_clr)
				begin
					sum_out  <= 16'd0;
					mult_out <= 16'd0;
				end else
				begin	
					sum_out  <= sum_out + mult_out;
					mult_out <= d_mux_out * h_mux_out;
				end
			end
		end
endmodule
```

## run.sh

```bash
#!/bin/bash
# OpenROAD 26Q1-2900-gdf79404cd8, Yosys 0.63+post, stock flow scripts
make -C /OpenROAD-flow-scripts/flow DESIGN_CONFIG=/design/flow/config.mk WORK_HOME=/design/flow/orfs finish
```

## config.mk

```make
export PLATFORM = sky130hd
export DESIGN_NAME = SerialFIR
export DESIGN_NICKNAME = SerialFIR
export VERILOG_FILES = /design/flow/design.v
export SDC_FILE = /design/flow/constraint.sdc
export NUM_CORES = 4
export LEC_CHECK = 1
export CORE_UTILIZATION = 50
```

## constraint.sdc

```tcl
current_design SerialFIR

set clk_period 1.0
set clk_io_pct 0.2

create_clock -name clk0 -period $clk_period [get_ports {clk}]
create_clock -name clk1 -period $clk_period [get_ports {clk_25x}]

set non_clock_inputs [all_inputs -no_clocks]
set_input_delay [expr $clk_period * $clk_io_pct] -clock clk0 $non_clock_inputs
set_output_delay [expr $clk_period * $clk_io_pct] -clock clk0 [all_outputs]
```

==> deck_impl_summary.md <==
Physical Implementation Snapshot

Status
  – Outcome: complete, but fails checks
  – Violated checks: negative setup slack

Final layout
  – Proportion of layout cells with a drive suffix above 1: 0.392
  – MI comb area: 0.00700 mm²
  – Final instance count without filler cells: 1803
  – Layout overhead on the synthesized area: 41.6%
  – Finished Cell Area: 0.0173 mm²
  – Sequential cell area in the final layout: 0.00579 mm²
  – Fillers: 1603

Clock network
  – Clock edge transition at the registers on the reported setup and hold paths: 0.07 ns
  – Number of hold buffers added after CTS: 0
  – Clock tree from TritonCTS: done

Power and ir drop
  – Maximum vdd drop: 1.26 mV
  – Power Dens Cells: 1510 mW/mm²
  – Leakage power: 0.00728 µW
  – Post-route total power: 26100 µW

Logic synthesis
  – Cell count after synthesis: 1153
  – Commonest flop: dfxtp_1
  – Post-synthesis async set-or-reset flop share: 0
  – Post-synthesis average cell area: 10.6 µm²
  – Yosys stat chip area: 0.0122 mm²
  – Yosys cell types: 61
  – Ys flops: 259
  – Cell area after synthesis: 0.0122 mm²
  – Number of cell instances after yosys synthesis: 1153
  – Number of synthesized flops with an enable pin: 59
  – Seq/Total Area, Yosys: 0.473
  – Yosys warning tally: 1

Drt
  – Avg Vias per Cell: 5.20
  – Antenna diode count: 0
  – Sum of routed wire length over all layers: 31.8 mm
  – Post-DRT Antenna Nets: 0
  – Post-route DRC violation count: 0
  – Post-detailed-route wirelength per cell: 17.6 µm
  – Total number of vias: 9379
  – First-pass iteration count of the detailed router: 5
  – Initial drt markers: 421

Placed design
  – Placement Cell Area: 0.0150 mm²
  – Count of buffers inserted at the top-level ports: 28
  – Post-Place Cells: 1688
  – Detailed placer's ending HPWL: 22.3 mm
  – Routability congestion estimate from global placement: 0.918

Floorplan
  – Number of top-level pins: 30
  – Starting density of the core: 0.516
  – Area of the core: 0.0237 mm²
  – Chip width: 158 µm
  – Die area: 0.0251 mm²
  – Standard-cell row count: 56
  – Chip Height: 158 µm

Worst setup path
  – Data arrival time of the worst path: 4.37 ns
  – Req. time, crit path: 1.24 ns
  – Critical Path Source Type: register
  – Maximum net fanout on the critical path: 4
  – Worst setup EP type: register
  – Category of the most critical setup path: register to register

STA
  – Setup-failing EPs final: 82
  – Final worst clock skew: 0.0120 ns
  – Sum of negative setup slack: -81.08 ns
  – Max-slew violation count: 0
  – Final hold violations: 0
  – Worst setup slack after layout: -3.13 ns
  – Setup repair after global routing missed its margin: yes
  – Worst-Margin Slew: 0.396 ns
  – Max-slew headroom at the worst pin: 0.733

Worst hold path
  – Worst Hold Class: clock port to register

Global routing
  – Maximum number of pins on one net before global-route repair: 46
  – GRT Resource Usage Total: 0.276
  – Via count of the first global-routing pass: 9153
  – Antenna violations before repair: 0
  – GRT Residual Overflow: 0
  – Global-route wire length before repair: 49.3 mm

Job
  – Tool warning count: 33
  – Max-capacitance violation count: 0
-- registers in the layout (all words and copies together) (netlist names), 16 cells and up --
signal    cells
select       16
mult_out     16
sum_out      18
y            18
-- cell usage in the layout (no fill, tap or decap), drive strengths merged, types with 24 or more instances in the layout --
| cell type | synthesis | routed |
|---|---|---|
| dfxtp | 200 | 200 |
| ha | 50 | 50 |
| nor2b | 174 | 174 |
| and2 | 53 | 53 |
| inv | 94 | 104 |
| a21oi | 24 | 24 |
| nor2 | 60 | 60 |
| fa | 56 | 56 |
| buf | 16 | 321 |
| clkbuf | 32 | 30 |
| edfxtp | 59 | 59 |
| and3 | 25 | 25 |
| nand2 | 48 | 48 |
| a22oi | 34 | 34 |
-- cells in the mapped netlist (all sizes together) (3+ instances only) --
cell     instances  area share
a222oi           5      0.0041
o21a             9      0.0055
o2bb2ai          3      0.0022
or2              6      0.0031
and2            53       0.027
a32o             4      0.0033
or3              9      0.0046
a221oi          15       0.012
nor2            60       0.018
xor2            18       0.013
clkbuf          32      0.0098
and3            25       0.015
and4             4      0.0029
xnor2           18       0.013
a21oi           24      0.0098
a22oi           34       0.021
ha              50       0.051
o21ai           19      0.0078
a32oi            7      0.0050
mux2i            3      0.0025
nand2b           7      0.0036
nand4           16      0.0082
nand3           19      0.0078
nor2b          174       0.089
a22o            12      0.0088
edfxtp          59        0.15
a21o             3      0.0018
buf             16      0.0097
o21bai           6      0.0037
nor3            11      0.0049
a211oi           9      0.0055
dfxtp          200        0.33
fa              56       0.092
inv             94       0.029
nor4             3      0.0026
nand2           48       0.015
-- kinds of logic after synthesis --
group | count (synthesis) | share of synthesized area
compound gates | 166 | 0.101
xor+xnor | 36 | 0.0258
fa+ha+maj | 106 | 0.143
buf+inv | 142 | 0.0484
flops | 259 | 0.473
mux | 5 | 0.00430
simple gates | 439 | 0.205
-- power by group --
part | internal [µW] | switching [µW]
clock network | 5230 | 4400
registers | 11000 | 244
logic | 2690 | 2480
-- per-layer routing --
layer / part of all wire / up-vias / track usage
met4: 0.031 / 0 / 0.0696
li1: - / 4558 / -
met5: 0 / - / 0
met3: 0.060 / 57 / 0.0635
met2: 0.47 / 261 / 0.433
met1: 0.44 / 4503 / 0.409
-- per-stage QoR --
step           hold WS (ns)  utilization  worst slack [ns]
3_5_place_dp         0.0653        0.631             -3.16
5_1_grt               0.150        0.730             -3.30
3_3_place_gp         0.0653        0.631             -3.12
4_1_cts               0.153        0.706             -3.13
6_report              0.151        0.730             -3.13
2_1_floorplan        0.0653            -             -3.05
-- worst paths after layout --
path / cells after the start / start / endpoint / slack, ns
min in group clk0: 3 / rst / d17[2] / 0.19
setup / recovery: 17 / d_mux_out[3] / mult_out[14] / -3.13
max in group clk0: 1 / y[15] / y[15] / -0.03
setup reg to reg: 17 / d_mux_out[3] / mult_out[14] / -3.13
hold / removal: 3 / clk / clk_out / 0.15
hold reg to reg: 1 / state[1] / state[0] / 0.42
-- final cells by class --
| cell class | instances | share of cell area |
|---|---|---|
| multi-input combinational | 754 | 0.405 |
| sequential | 259 | 0.335 |
| timing repair buffer | 329 | 0.166 |
| clock buffer | 30 | 0.0403 |
| tap | 319 | 0.0231 |
| inverter | 93 | 0.0208 |
| clock inverter | 19 | 0.00991 |
-- repair_timing --
action,in CTS,in global routing
cloned,2,2
resized,200,89
setup endpoints to repair,85,102
buffers inserted,45,34
pin swaps,87,82
-- worst max-delay path: stages (launching register included) --
cell	delay, ns
edfxtp_1	0.45
and2_4	0.19
fa_1	0.51
inv_2	0.05
fa_1	0.49
inv_1	0.05
fa_1	0.49
inv_2	0.04
fa_1	0.51
inv_2	0.05
ha_4	0.27
inv_2	0.04
o21ai_4	0.13
a2111oi_2	0.08
or3_1	0.36
o21ai_2	0.14
xnor2_1	0.12
nor2_1	0.06
Power is estimated from default activity; no workload was simulated.
